[design/flow/config.mk]
export PLATFORM = sky130hd
export DESIGN_NAME = KEY_INPUT
export DESIGN_NICKNAME = KEY_INPUT
export VERILOG_FILES = /design/flow/design.v
export SDC_FILE = /design/flow/constraint.sdc
export NUM_CORES = 4
export LEC_CHECK = 1
export CORE_UTILIZATION = 50
[design/flow/constraint.sdc]
current_design KEY_INPUT

set clk_period 3.6
set clk_io_pct 0.2

create_clock -name clk0 -period $clk_period [get_ports {clk}]

set non_clock_inputs [all_inputs -no_clocks]
set_input_delay [expr $clk_period * $clk_io_pct] -clock clk0 $non_clock_inputs
set_output_delay [expr $clk_period * $clk_io_pct] -clock clk0 [all_outputs]
[design/flow/design.v]
module KEY_INPUT(
	input logic KEY0,
	input logic KEY4,
	input logic KEY3,
	input logic SW1,
	input logic SW2,
	input logic SW3,
	input logic SW4,
	input logic clk,
	output logic [7:0]angle1,
	output logic [7:0]angle2,
	output logic [7:0]angle3,
	output logic [7:0]angle4);
	logic [3:0] switches;
	logic [7:0] angle_1, angle_2, angle_3, angle_4;
	assign switches = {SW1,SW2,SW3,SW4};
	always_ff@(posedge clk)
	begin
			if (KEY0 == 0)
			begin
				if (switches == 4'b1000 && (angle1 < 8'd180) && angle_1 == angle1)  
				begin
					angle_1 <= angle1+4'd1;
				end
				else if (switches == 4'b0100 && (angle2 < 8'd180) && angle_2 == angle2)  
				begin
					angle_2 <= angle2+4'd1;
				end
				else if (switches == 4'b0010 && (angle3 < 8'd180) && angle_3 == angle3)  
				begin
					angle_3 <= angle3+4'd1;
				end
				else if (switches == 4'b0001 && (angle4 < 8'd180) && angle_4 == angle4)  
				begin
					angle_4 <= angle4+4'd1;
				end
			end
			else if (KEY3 == 0)
			begin
				if (switches == 4'b1000 && (angle1 > 8'd0) && angle_1 == angle1)  
				begin
					angle_1 <= angle1-4'd1;
				end
				else if (switches == 4'b0100 && (angle2 > 8'd0) && angle_2 == angle2)  
				begin
					angle_2 <= angle2-4'd1;
				end
				else if (switches == 4'b0010 && (angle3 > 8'd0) && angle_3 == angle3)  
				begin
					angle_3 <= angle3-4'd1;
				end
				else if (switches == 4'b0001 && (angle4 > 8'd0) && angle_4 == angle4)  
				begin
					angle_4 <= angle4-4'd1;
				end
			end
			else
			begin 
			if (switches == 4'b1000 && angle_1 == angle1)  
				begin
					angle_1 <= angle_1;
				end
			else if (switches == 4'b0100 && angle_2 == angle2)  
				begin
					angle_2 <= angle_2;
				end
			else if (switches == 4'b0010 && angle_3 == angle3)  
				begin
					angle_3 <= angle_3;
				end
			else if (switches == 4'b0001 && angle_4 == angle4)  
				begin
					angle_4 <= angle_4;
				end
			end
			if (KEY4 == 0 && KEY0 == 1 && KEY3 ==1) 
			begin
				if (switches == 4'b1000 && angle_1 == angle1 && KEY0 == 1 && KEY3 ==1)  
				begin
					angle_1 <= 8'd10;
				end
				else if (switches == 4'b0100 && angle_2 == angle2 && KEY0 == 1 && KEY3 ==1)  
				begin
					angle_2 <= 8'd10;
				end
				else if (switches == 4'b0010 && angle_3 == angle3 && KEY0 == 1 && KEY3 ==1)  
				begin
					angle_3 <= 8'd10;
				end
				else if (switches == 4'b0001 && angle_4 == angle4 && KEY0 == 1 && KEY3 ==1)  
				begin
					angle_4 <= 8'd10;
				end
			end
	end
	always_ff@(posedge clk)
	begin
	if (KEY0 == 1 && KEY4 == 1 && KEY3 == 1)
	begin
		if (switches == 4'b1000 && angle_1 != angle1)  
		begin
			angle1 <= angle_1;
		end
		else if (switches == 4'b0100 && angle_2 != angle2)  
		begin
			angle2 <= angle_2;
		end
		else if (switches == 4'b0010 && angle_3 != angle3)  
		begin
			angle3 <= angle_3;
		end
		else if (switches == 4'b0001 && angle_4 != angle4)  
		begin
			angle4 <= angle_4;
		end
	end
	else
	begin
		if (switches == 4'b1000)  
		begin
			angle1 <= angle1;
		end
		else if (switches == 4'b0100)  
		begin
			angle2 <= angle2;
		end
		else if (switches == 4'b0010)  
		begin
			angle3 <= angle3;
		end
		else if (switches == 4'b0001)  
		begin
			angle4 <= angle4;
		end
	end
	end
endmodule
[design/flow/run.sh]
#!/bin/bash
# OpenROAD 26Q1-2900-gdf79404cd8, Yosys 0.63+post, stock flow scripts
make -C /OpenROAD-flow-scripts/flow DESIGN_CONFIG=/design/flow/config.mk WORK_HOME=/design/flow/orfs finish
==> CHANGELOG.md <==
### Implementation results

* Status: complete, no violations
* Flip-flops with a built-in enable at 32
* Area figure in the yosys stat output at 0.00423 mm2
* Die X at 93.9 um
* Total gr overflow at 0
* CTS root buf: clkbuf_8
* Wire per inst at 16.1 um
* DR pass1 iterations at 5
* Core area at 0.00822 mm2
* Row count at 33
* Hold slack at 0.468 ns
* Largest stage delay, worst path at 0.75 ns
* PortBufs at 39
* Cell Area, Synth at 0.00423 mm2
* Leakage at 1.79 nW
* DRT iter0 DRCs at 109
* Post-Synthesis Cells at about 470
* Initial antenna violation count at 0
* CTS clk-pin slew, worst paths at about 0.070 ns
* Layout Area Growth over Synthesis at 13.8%
* CTS resizes at 0
* Delay-heaviest family, CP: simple AND/OR/NAND/NOR gates
* CTS tree: yes
* Final setup viols at 0
* Largest net degree at the start of global routing at 35
* Worst Path Arrival at 3.13 ns
* RSZ-0062 raised after global routing: no
* Clk_skew at 0.00794 ns
* Worst path buffer plus inverter count at 1
* Number of global-route vias before repair at 2996
* N_diodes at 0
* CP endpoint kind: flop
* Ys cells at 467
* Required @ worst endpoint at between 3 and 4 ns
* Final min period at 2.85 ns
* Gpl congestion at 0.865
* Overall power at 1.44 mW
* Remaining antenna violation count at 0
* Yosys warns at 1
* Seq/Total Area, Yosys at 0.379
* Ys flop type: edfxtp_1
* Final max-slew violation count at 0
* Clock Path Buffers at 2
* Slew margin rel. at 0.566
* Log Warnings at 34
* Num CTS Buffers at 9
* Syn Area/Cell at 9.05 um2
* Io pins at 40
* Synth flops at 64
* Worst VDD drop at 0.177 mV
* Share of layout cells above drive strength 1 at 0.0609
* Cell Type Count at 65
* Die H at 93.9 um
* Via Count at approximately 3500
* Worst slew pin tran at between 0.6 and 0.7 ns
* Late-Pin Clk Latency at 0.33 ns
* Max_cap viols at 0
* FFs w/ async S/R, synth at 0
* Final Instance Area at 0.00481 mm2
* Drt total wl at between 9000 and 10000 um
* CTS sink cnt at 64
* Die area at roughly 0.0088 mm2
* Highest clock rate at approximately 350 MHz
* Global-route wire length before repair at roughly 16000 um
* Worst-path cell chain: clkdlybuf4s50_1 -> or4b_1 -> or4_1 -> nor4_4 -> a2111o_1
* Initial Util at 0.514
* DP HPWL at 6730 um
* Critical Path Start Type: input port
* PwrDens at 299 mW/mm2
* H-tree depth at 3
* Setup TNS Final at 0 ns
* Vias per std cell at 5.81
* Crit Path Class: input port to flop
* Area post-placement at 0.00465 mm2
* Gr usage total at 0.237
* Final Hold Fails at 0
* Number of hold-repair buffers added at the cts stage at 0
* Worst Path Max Fanout at 10
* Drt drc at 0
* Period utilisation layout at 0.792
* Tightest Hold Check Type: flop to flop
* Post-CTS Setup Repair Bufs at 0
* Worst path slowest cell: or4_1
[logic make-up (layout without fill, tap and decap cells)]
group / count (synthesis) / in the layout / synth area share
AOI/OAI and AO/OA: 94 / 94 / 0.161
xor gates and xnor gates: 71 / 71 / 0.147
adders and majority gates: 12 / 12 / 0.0355
buffers and inverters: 51 / 77 / 0.0489
DFF: 64 / 64 / 0.379
muxes: 12 / 12 / 0.0287
and+or+nand+nor: 163 / 163 / 0.200
[worst paths after layout]
check	startpoint	end	slack (ns)	depth (start not counted)
max reg2reg	angle2[4]	angle_2[3]	0.93	6
min	angle_1[6]	angle_1[6]	0.47	2
min reg2reg	angle_1[6]	angle_1[6]	0.47	2
max	SW3	angle_4[1]	0.75	5
[metal layers]
layer,up-vias,share of wire,wire (um),track usage
met4,0,0.0099,95,0.0256
met5,-,0,0,0
met3,8,0.058,554,0.0370
li1,1750,-,-,-
met2,102,0.44,4250,0.336
met1,1612,0.49,4730,0.410
[cell type report]
class / count / area [um2]
Clock buffer: 11 / 131
Clock inverter: 5 / 23.8
Fill cell: 722 / 3410
Inverter: 13 / 48.8
Multi-Input combinational cell: 352 / 2420
Sequential cell: 64 / 1600
Tap cell: 105 / 131
Timing Repair Buffer: 48 / 453
[report_power, final]
| group | switching [mW] | internal [mW] |
|---|---|---|
| Clock | 0.273 | 0.243 |
| Combinational | 0.0552 | 0.0533 |
| Sequential | 0.0252 | 0.786 |
| Total | 0.353 | 1.08 |
[placed cells by master, fill, tap and decap left out, types with 4 or more instances in the layout]
cell	netlist	final
a22oi_1	5	5
xor2_1	31	31
o22ai_1	8	8
and3_1	7	7
ha_1	12	12
nor4_1	7	7
clkbuf_8	0	9
a21oi_1	13	13
buf_4	0	9
clkinv_2	0	4
edfxtp_1	32	32
xnor2_1	40	40
o21ai_0	10	10
or3_1	4	4
inv_1	13	13
nor2_1	42	42
nand3_1	14	14
nand4_1	9	9
dfxtp_1	32	32
clkdlybuf4s50_1	0	38
a31oi_1	13	13
o211a_1	5	5
mux2i_1	11	11
nor3_1	20	20
nand2_1	34	34
[worst min-delay path, delay by kind of cell (launching register included)]
family / cells / cell delay, ns
and+or+nand+nor: 2 / 0.10
DFF: 1 / 0.33
[synthesized netlist by cell type (4+ instances only)]
cell / count / area, um2
a21oi_1: 13 / 65.1
and3_1: 7 / 43.8
inv_1: 13 / 48.8
nor2_1: 42 / 158
xnor2_1: 40 / 350
or3_1: 4 / 25.0
clkbuf_1: 29 / 109
ha_1: 12 / 150
xor2_1: 31 / 272
nand3_1: 14 / 70.1
nor4_1: 7 / 43.8
dfxtp_1: 32 / 641
edfxtp_1: 32 / 961
o211a_1: 5 / 50.1
nand2_1: 34 / 128
o22ai_1: 8 / 50.1
a22oi_1: 5 / 37.5
nand4_1: 9 / 56.3
buf_2: 5 / 25.0
a31oi_1: 13 / 81.3
o21ai_0: 10 / 50.1
nor3_1: 20 / 100
mux2i_1: 11 / 110
[sequential cells by signal, indices dropped and copies added (netlist names)]
register,cells
angle4,8
angle_4,8
angle_2,8
angle2,8
angle_3,8
angle_1,8
angle1,8
angle3,8
[metrics by stage]
stage	setup slack [ns]	std cells	utilization
final	0.750	598	0.585
after global routing	0.619	598	0.585
after CTS	0.769	598	0.585
after detailed placement	0.408	582	0.566
after global placement	0.443	582	0.566
after floorplan	1.11	467	-
Power figures rest on the tool's default switching activity, not on a simulated workload.
