`flow/run.sh`:
```
#!/bin/bash
# OpenROAD 26Q1-2900-gdf79404cd8, Yosys 0.63+post, stock flow scripts
make -C /OpenROAD-flow-scripts/flow DESIGN_CONFIG=/design/flow/config.mk WORK_HOME=/design/flow/orfs finish
```
`flow/config.mk`:
```
export PLATFORM = sky130hd
export DESIGN_NAME = PWM_SERVO_CONTROL
export DESIGN_NICKNAME = PWM_SERVO_CONTROL
export VERILOG_FILES = /design/flow/design.v
export SDC_FILE = /design/flow/constraint.sdc
export NUM_CORES = 4
export LEC_CHECK = 1
export CORE_UTILIZATION = 40
```
`flow/constraint.sdc`:
```
current_design PWM_SERVO_CONTROL

set clk_period 7.9
set clk_io_pct 0.2

create_clock -name clk0 -period $clk_period [get_ports {clk}]

set non_clock_inputs [all_inputs -no_clocks]
set_input_delay [expr $clk_period * $clk_io_pct] -clock clk0 $non_clock_inputs
set_output_delay [expr $clk_period * $clk_io_pct] -clock clk0 [all_outputs]
```
`flow/design.v`:
```
module PWM_SERVO_CONTROL (
	output logic servo1,
	output logic servo2,
	output logic servo3,
	output logic servo4,
	input logic clk,
	input logic nextangle,  
	input logic [7:0]angle1,
	input logic [7:0]angle2,
	input logic [7:0]angle3,
	input logic [7:0]angle4);
	logic [17:0]timer_t1;  
	logic [17:0]timer_t2;
	logic [17:0]timer_t3;
	logic [17:0]timer_t4;
	logic [19:0]mxvlue = 20'd1000000;  
	typedef int unsigned state_t1;
	state_t1 state1;
	state_t1 next_state1;
	always_comb begin : timer_1_state_logic
		next_state1 = state1;
		case (state1)
			mxvlue: next_state1 = 0;
			default: next_state1 = (state1 + 1);
		endcase
	end
	always_ff @(posedge clk) 
	begin
		if(nextangle == 1'd1)
			begin
				timer_t1 <= 16'd50000 + angle1 * 10'd275;
				timer_t2 <= 16'd50000 + angle2 * 10'd275;
				timer_t3 <= 17'd50000 + angle3 * 10'd275;
				timer_t4 <= 16'd50000 + angle4 * 10'd275;
				state1 <= next_state1;
				if (state1 > mxvlue-timer_t1)
					servo1 <= 1;
				else
					servo1 <= 0;
				if (state1 > mxvlue-timer_t2)
					servo2 <= 1;
				else
					servo2 <= 0;
				if (state1 > mxvlue-timer_t3)
					servo3 <= 1;
				else
					servo3 <= 0;
				if (state1 > mxvlue-timer_t4)
					servo4 <= 1;
				else
					servo4 <= 0;
			end
		else
			begin
				state1 <= next_state1;
				if (state1 > mxvlue-timer_t1)
					servo1 <= 1;
				else
					servo1 <= 0;
				if (state1 > mxvlue-timer_t2)
					servo2 <= 1;
				else
					servo2 <= 0;
				if (state1 > mxvlue-timer_t3)
					servo3 <= 1;
				else
					servo3 <= 0;
				if (state1 > mxvlue-timer_t4)
					servo4 <= 1;
				else
					servo4 <= 0;
			end
	end
endmodule
```
==> GITHUB_STEP_SUMMARY <==
## Implementation flow summary

| Metric | Value |
|---|---|
| Layout Skew | `0.00587 ns` |
| CP Capture Type | `flop` |
| OpenROAD warnings | `between 40 and 50` |
| Area growth, synth to finish | `10.1%` |
| Post-Syn Area | `roughly 0.011 mm2` |
| Number of enable flip-flop cells | `a little over 70` |
| Pre-antenna DRT Iters | `5` |
| Htree depth | `3` |
| GP Congestion | `0.870` |
| Floorplan utilization | `41.0%` |
| # Cells Yosys | `1141` |
| Gr ovfl total | `0` |
| GRT Total Usage | `around 16%` |
| Top FF cell, synth | `edfxtp_1` |
| Most common logic cell in the routed design | `ha_1` |
| Die area | `roughly 0.028 mm2` |
| Area leader, netlist | `ha_1` |
| Endpoints failing setup | `0` |
| Fin crit share | `about two thirds` |
| Antenna violations before repair | `0` |
| PwrDens | `around 200 mW/mm2` |
| Pleak | `between 5 and 6 nW` |
| Yosys stat chip area | `roughly 0.011 mm2` |
| Detail Placement HPWL | `~17000 um` |
| Placed Area | `0.0119 mm2` |
| Late-Pin Clk Latency | `around 0.35 ns` |
| CTS Buf Count | `9` |
| Largest net degree at the start of global routing | `around 50` |
| Slew at the pin closest to its max-slew limit | `0.726 ns` |
| Num ports | `38` |
| Worst hold slack | `between 0.4 and 0.5 ns` |
| Min Tclk post-route | `5.36 ns` |
| N_diodes | `0` |
| Drt drc | `0` |
| Post-synth seq share | `around a quarter` |
| DR iter-0 viols | `294` |
| Chip height | `169 um` |
| Fmax | `approximately 0.19 GHz` |
| Critical Path Max Stage Delay | `between 0.6 and 0.7 ns` |
| Core Region | `0.0271 mm2` |
| Status | `completed` |
| Worst-path maximum fanout | `6` |
| CTS Hold Buffers Added | `0` |
| CP dominant cell by count | `inv_1` |
| Via Count | `8036` |
| Maximum vdd ir drop | `0.133 mV` |
| Post_cts resized | `0` |
| CTS root buf | `clkbuf_16` |
| Async SR Flop Fraction | `0%` |
| Wire per inst | `approximately 13 um` |
| Worst slew margin | `about half` |
| CTS tree | `yes` |
| First-pass GRT wire length | `approximately 36000 um` |
| Fin. max-slew vios | `0` |
| Max cap viols | `0` |
| PortBufs | `37` |
| Synth cell types | `~60` |
| Via density per instance | `5.15` |
| Final instance area | `0.0122 mm2` |
| Antenna Nets Post-Route | `0` |
| Fin Setup TNS | `0 ns` |
| Yosys warns | `1` |
| Row count | `about 60` |
| Top cells by area | `ha_1 (28%), edfxtp_1 (19%), dfxtp_1 (6.5%), xnor2_1 (5.2%), fa_1 (4.9%)` |
| RSZ-0062 raised after global routing | `false` |
| Routed wire length | `20800 um` |
| Vias in the first global route | `between 7k and 8k` |
| Post-CTS Setup Inserts | `0` |
| Clock transition at path regs | `around 0.070 ns` |
| Class of the worst hold path | `reg -> reg` |
| Setup Crit Path Kind | `in -> reg` |
| Element type at the critical path start | `input port` |
| CP max-delay cell | `a2111oi_0` |
| Clk sinks | `roughly 110` |
| Arr. time, crit path | `between 5 and 6 ns` |
| Synth Register Bits | `roughly 110` |
| Ratio of cells with drive above 1 in the final layout | `between 3 and 4%` |
| Crit path max-delay family | `adder cells` |
| Data required time of the worst path | `8.01 ns` |
| Crit-path cells | `clkdlybuf4s50_1 > inv_1 > ha_1 > fa_1 > inv_1 > fa_1 > inv_1 > ha_1 > nand3b_1 > a2111oi_0 > o21ai_0 > a21boi_1 > xnor2_1` |
| Most common logic cells in the final layout | `ha_1 (245), inv_1 (104), nor2_1 (77), edfxtp_1 (72), nand2_1 (69)` |
| Die width | `169 um` |
| Fill cell count | `~2.5k` |
| Final hold violations | `0` |
| Clock Path Buffers | `2` |
| Synth top area share | `between 20% and 30%` |
| Worst path bufs/invs | `4` |
| Avg Inst Size Synth | `between 9 and 10 um2` |
| Mapped Cells | `roughly 1.1k` |
state kept, by name (all words and copies together), names as in the netlist:
name	flops
timer_t3	18
state1	32
timer_t4	18
servo2	1
servo4	1
timer_t2	18
servo3	1
servo1	1
timer_t1	18
report_power, final:
| part | switching [mW] | total (mW) | internal, mW |
|---|---|---|---|
| registers | 0.111 | 0.856 | 0.745 |
| clock network | 0.207 | 0.484 | 0.277 |
| logic | 0.589 | 1.08 | 0.495 |
| total | 0.907 | 2.42 | 1.52 |
logic make-up after synthesis:
| kind of cell | share of synthesized area (%) |
|---|---|
| AOI/OAI and AO/OA | 13.1 |
| xor gates and xnor gates | 9.23 |
| adders and majority gates | 32.5 |
| buffers and inverters | 3.76 |
| DFF | 26.0 |
| muxes | 0.462 |
| and+or+nand+nor | 15.0 |
metal layers:
layer	track usage, %	vias up	wire length, um
met1	24.8	3683	10800
met4	1.19	0	180
met2	25.0	78	9330
met5	0	-	0
met3	1.67	11	516
li1	-	4264	-
cells in the mapped netlist, drive strengths merged (7+ instances only):
cell type and n:
ha 245, inv 104, nor2 77, edfxtp 72, nand2 69, xnor2 66
a21oi 52, xor2 51, o21ai 42, dfxtp 36, nor3 31, fa 27
nand3 26, nand4 25, a21o 21, a211oi 16, nor2b 16, nor4 13
o31ai 10, a31oi 9, and4 9, o21a 9, o211ai 8, nand2b 7
nor3b 7, or4 7
metrics by stage:
step	power (mW)	cells	util, %	setup WS, ns
6_report	2.42	1559	45.1	2.54
5_1_grt	2.65	1559	45.1	2.29
4_1_cts	2.45	1559	45.1	2.58
3_5_place_dp	1.95	1544	44.0	2.21
3_3_place_gp	1.94	1544	44.0	2.24
2_1_floorplan	1.71	1141	-	3.31
worst paths after layout:
path	start	endpoint	slack, ns	cells after the start
worst max-delay path	angle3[6]	timer_t3[17]	2.54	13
worst min-delay path	state1[0]	state1[0]	0.46	1
worst max register to register	timer_t2[0]	servo2	4.34	13
worst min register to register	state1[0]	state1[0]	0.46	1
area by class of cell:
class | count | area [um2] | area share (%)
clock inverters | 6 | 88.8 | 0.727
inverters | 104 | 390 | 3.19
flip-flops and latches | 108 | 2880 | 23.6
clock buffers | 9 | 225 | 1.84
multi-input cells | 922 | 7800 | 63.8
repair buffers | 38 | 373 | 3.05
well taps | 372 | 465 | 3.81
No activity file was given, so power comes from the tool's default toggle rates.
