==> ./design.v <==
module ANGLE_DECODE(
	input logic [7:0]angle1,
	input logic [7:0]angle2,
	input logic [7:0]angle3,
	input logic [7:0]angle4,
	input logic SW1,
	input logic SW2,
	input logic SW3,
	input logic SW4,
	input logic clk,
	output logic [11:0]angle_out);
	logic [3:0] switches;
	logic [7:0] angle1_1, angle1_2, angle1_3, angle2_1, angle2_2, angle2_3, angle3_1, angle3_2, angle3_3, angle4_1, angle4_2, angle4_3;
	logic [11:0] angle_out_1, angle_out_2, angle_out_3, angle_out_4;
	assign switches = {SW1,SW2,SW3,SW4};
	always@(posedge clk)
	begin
		case(switches)
			4'b1000:
			begin
				angle1_1 <= (angle1 / 8'd100)% 8'd10;
				angle1_2 <= (angle1/ 8'd10) % 8'd10;
				angle1_3 <= angle1 % 8'd10;
				angle_out_1 <= {angle1_1[3:0], angle1_2[3:0], angle1_3[3:0]};
				angle_out <= angle_out_1;
			end
			4'b0100:
			begin
				angle2_1 <= (angle2 / 8'd100) % 8'd10;
				angle2_2 <= (angle2 / 8'd10) % 8'd10;
				angle2_3 <= angle2 % 8'd10;
				angle_out_2 <= {angle2_1[3:0], angle2_2[3:0], angle2_3[3:0]};
				angle_out <= angle_out_2;
			end
			4'b0010:
			begin
				angle3_1 <= (angle3 / 8'd100) % 8'd10;
				angle3_2 <= (angle3 / 8'd10) % 8'd10;
				angle3_3 <= angle3 % 8'd10;
				angle_out_3 <= {angle3_1[3:0], angle3_2[3:0], angle3_3[3:0]};
				angle_out <= angle_out_3;
			end
			4'b0001:
			begin
				angle4_1 <= (angle4 / 8'd100) % 8'd10;
				angle4_2 <= (angle4 / 8'd10) % 8'd10;
				angle4_3 <= angle4 % 8'd10;
				angle_out_4 <= {angle4_1[3:0], angle4_2[3:0], angle4_3[3:0]};
				angle_out <= angle_out_4;
			end
			default: angle_out <= angle_out;
		endcase
	end
endmodule
==> ./run.sh <==
#!/bin/bash
# OpenROAD 26Q1-2900-gdf79404cd8, Yosys 0.63+post, stock flow scripts
make -C /OpenROAD-flow-scripts/flow DESIGN_CONFIG=/design/flow/config.mk WORK_HOME=/design/flow/orfs finish
==> ./config.mk <==
export PLATFORM = sky130hd
export DESIGN_NAME = ANGLE_DECODE
export DESIGN_NICKNAME = ANGLE_DECODE
export VERILOG_FILES = /design/flow/design.v
export SDC_FILE = /design/flow/constraint.sdc
export NUM_CORES = 4
export LEC_CHECK = 1
export CORE_UTILIZATION = 50
==> ./constraint.sdc <==
current_design ANGLE_DECODE

set clk_period 4.3
set clk_io_pct 0.2

create_clock -name clk0 -period $clk_period [get_ports {clk}]

set non_clock_inputs [all_inputs -no_clocks]
set_input_delay [expr $clk_period * $clk_io_pct] -clock clk0 $non_clock_inputs
set_output_delay [expr $clk_period * $clk_io_pct] -clock clk0 [all_outputs]
==> flow_metrics.env <==
# physical design summary
export IMPL_status="completed"
export IMPL_final_area_um2=7130
export IMPL_tritoncts_clock_tree="done"
export IMPL_diodes=0
export IMPL_synthDistinctLibCells=76
export IMPL_portBuffers=46
export IMPL_cts_clk_slew_worst_paths_ns=0.06
export IMPL_placementRows=39
export IMPL_post_synth_instance_area_um2=5880
export IMPL_maxCapViolations=0
export IMPL_ys_chip_area_um2=5880
export IMPL_dpl_hpwl_um=8810
export IMPL_ctsHtreeMaxLevel=3
export IMPL_power_density_nw_per_um2=335
export IMPL_timing_critical_path_required_ns=4.49
export IMPL_synthDominantAreaCellType="edfxtp_1"
export IMPL_vias=4691
export IMPL_finalNonFillerCells=810
export IMPL_dieWidth_um=110
export IMPL_vias_per_cell=5.79
export IMPL_tritoncts_num_buffers=9
export IMPL_layout_filler_cells=940
export IMPL_grt_overflow_total=0
export IMPL_cts_max_path_buffers=2
export IMPL_cts_post_setup_buffers_inserted=0
export IMPL_grt_pass1_vias=4301
export IMPL_timing_worst_slew_pin_value_ns=0.637
export IMPL_cp_data_arrival_time_ns=4.29
export IMPL_critical_path_reg2reg_startpoint="angle_out_2[5]$_DFFE_PN_"
export IMPL_worst_hold_slack_after_final_layout_ns=0.418
export IMPL_min_delay_startpoint="angle3_2[0]$_DFFE_PN_"
export IMPL_global_route_wire_length_before_repair_um=20500
export IMPL_synth_seq_share_pct=46.0
export IMPL_irDropWorstVdd_v=0.000384
export IMPL_detail_route_wl_per_cell_um=14.8
export IMPL_clockRootBuffer="clkbuf_16"
export IMPL_hold_path_class="reg2reg"
export IMPL_final_hold_violation_count=0
export IMPL_most_frequent_cells_after_synthesis="edfxtp_1, nand2_1, nor2_1"
export IMPL_critPathBufInv=3
export IMPL_design_power_total_w=0.00239
export IMPL_cts_sinks=90
export IMPL_drt_iter0_drc=286
export IMPL_power_leakage_nw=2.57
export IMPL_syn_mean_instance_area_um2=9.99
export IMPL_timing_critical_path_cells="clkdlybuf4s50_1, clkinv_1, ha_1, or4b_1, a21oi_2, a31oi_2, nand2_1, buf_4, and4_1, o31ai_1, and2_1, a211o_1, ha_1, or2_2, mux2i_1"
export IMPL_setup_viol_count_final=0
export IMPL_area_growth_pct=21.4
export IMPL_fp_dieH_um=110
export IMPL_yosysWarnings=1
export IMPL_critical_path_peak_fanout=5
export IMPL_count_of_flip_flops_with_a_built_in_enable_after_synthesis=90
export IMPL_timing_worst_setup_path_type="in2reg"
export IMPL_yosys_cells=588
export IMPL_design_core_area_um2=11400
export IMPL_setup_tns_final_ns=0
export IMPL_setup_worst_path_start_class="input port"
export IMPL_fp_util_pct=51.5
export IMPL_path_delay_family="simple AND/OR/NAND/NOR gates"
export IMPL_postRouteWirelength_um=12000
export IMPL_floorplan_io_pins=49
export IMPL_layout_min_cycle_time_ns=4.10
export IMPL_synthesis_instances=588
export IMPL_worst_path_largest_cell_delay_ns=0.54
export IMPL_grt_antenna_before_repair=0
export IMPL_post_route_cells_drive_above_1_share_pct=15.0
export IMPL_drt_antenna_violating_nets=0
export IMPL_route_detailed_drc=0
export IMPL_worstSetupStartpoint="angle3[3]"
export IMPL_timing_critical_path_to_type="register"
export IMPL_synth_async_sr_flop_share_pct=0
export IMPL_final_setup_skew_ns=0.00435
export IMPL_post_route_period_util_pct=95.3
export IMPL_drt_pass1_iterations=6
export IMPL_grt_usage_pct=21.6
export IMPL_gp_congestion=0.884
export IMPL_synth_ff_latch_count=90
export IMPL_late_pin_clk_latency_ns=0.34
export IMPL_timing_max_slew_rel_slack_pct=57.4
export IMPL_top_cell_area_share_pct=46.0
export IMPL_max_clock_freq_mhz=244
export IMPL_postPlaceCellArea_um2=6800
export IMPL_dieArea_um2=12200
export IMPL_cp_common_cell="ha_1"
export IMPL_timing_final_max_slew_violations=0
export IMPL_grt_max_degree=33
export IMPL_dp_cells=795
export IMPL_critPathSlowestCell="or4b_1"
export IMPL_top_area_cells_in_the_synthesized_netlist="edfxtp_1, a21oi_1, ha_1"
export IMPL_top_flip_flop_cell_by_instance_count_after_synthesis="edfxtp_1"
export IMPL_synth_most_common_cell="edfxtp_1"
export IMPL_number_of_warnings_in_the_stage_logs=34
[power breakdown]
part	switching [W]	internal (W)	total (W)
clock network	0.000299	0.000504	0.000803
registers	0.00000584	0.00101	0.00102
logic	0.000307	0.000264	0.000571
total	0.000612	0.00178	0.00239
[worst register-to-register path: cells and delay by family, from the launching register on]
| family | cells | cell delay (ns) |
|---|---|---|
| flip-flops | 1 | 0.39 |
| AND-OR/OR-AND | 2 | 0.47 |
[layout make-up]
class / count / area [um2] / area share [%]
Multi-Input combinational cell: 429 / 2930 / 41.1
Sequential cell: 90 / 2700 / 37.9
Timing Repair Buffer: 106 / 911 / 12.8
Clock buffer: 10 / 229 / 3.21
Tap cell: 143 / 179 / 2.51
Inverter: 27 / 101 / 1.42
Clock inverter: 5 / 80.1 / 1.12
[repair_timing]
item | CTS | global route
setup endpoints to repair | 0 | 1
hold buffers | 0 | 0
gates resized | 0 | 7
[kinds of logic (layout without fill, tap and decap cells)]
kind of cell               after synthesis  count (layout)  share of synthesized area [%]
muxes                                   12              12                           2.04
AOI/OAI and AO/OA                      181             181                           22.1
other                                    1               2                         0.0638
adders and majority gates               22              22                           4.47
buffers and inverters                   70             148                           5.09
xor gates and xnor gates                24              24                           3.58
and+or+nand+nor                        188             188                           16.6
DFF                                     90              90                           46.0
[through the flow]
step | setup WS [ns] | utilization (%)
final | 0.202 | 62.5
after global routing | -0.00664 | 62.5
after CTS | 0.159 | 62.2
after detailed placement | -0.166 | 59.5
after global placement | -0.110 | 59.5
after floorplan | 0.0626 | -
[layout by cell type, fill, tap and decap left out, types with 5 or more instances in the layout]
cell,Yosys,layout
o21ai_1,9,9
a21o_1,5,5
o21ai_0,34,34
a31oi_1,11,10
a222oi_1,10,10
nor2_1,46,46
a211oi_1,5,5
a21oi_1,44,43
edfxtp_1,90,90
mux2i_1,12,12
clkbuf_16,0,9
nor3_1,15,15
inv_1,25,25
maj3_1,5,5
ha_1,17,17
o31ai_1,8,8
nand2_1,46,46
nand2b_1,18,18
buf_4,3,60
nor2b_1,11,11
clkdlybuf4s50_1,0,46
nand3_1,16,16
xor2_1,7,7
xnor2_1,17,17
[path summary, 6_finish.rpt]
path                                    to  slack [ns]  cells past startpoint
setup reg to reg    angle_out[5]$_DFFE_PP_        3.15                      2
setup / recovery     angle3_2[3]$_DFFE_PN_        0.20                     15
hold / removal    angle_out_3[4]$_DFFE_PN_        0.42                      0
hold reg to reg   angle_out_3[4]$_DFFE_PN_        0.42                      0
[state kept, by name, summed over array words and instances, names as in the netlist, 10 cells and up]
name	cells
angle_out_3	10
angle_out	10
angle_out_1	10
angle_out_4	10
angle_out_2	10
[layer usage]
layer	GRT usage [%]	wire length, um	up-vias
met2	30.3	5340	110
li1	-	-	2368
met5	0	0	-
met3	5.26	689	7
met4	2.31	99	0
met1	37.8	5870	2206
